==> /design/flow/design.v <==
`timescale 1ns / 1ps
module baud_gen
#(
    parameter   BPS  = 434       
)(
    input               clk,
    input               rst_n,
	input				baud_en,         
    output              baud_pulse       
);
    reg     [15:0]      cnt;             
    reg                 baud_pulse_r;    
	wire 				rst_flag;        
	wire                sample_flag;     
	assign rst_flag = (cnt==(BPS-1));
	assign sample_flag =(cnt==BPS/2);      
    assign baud_pulse = baud_pulse_r;
    always @(posedge clk, negedge rst_n) begin
        if(!rst_n)
            cnt <=0;
        else if(rst_flag)
            cnt <=0;
        else if(baud_en)
            cnt <=cnt + 1;
        else
            cnt <=0;
    end
    always @(posedge clk, negedge rst_n) begin
        if(!rst_n) 
            baud_pulse_r <=0;
        else 
            baud_pulse_r <=sample_flag;
    end
endmodule
`timescale 1ns / 1ps
module receive #(
    parameter CLK_FREQ = 65_000_000,
    parameter BAUT_RATE = 115200
    )(
    input           clk,
    input           rst_n,
    input           rxd,             
    output  [7:0]   rx_data,         
    output          valid            
);
    localparam BPS = CLK_FREQ/BAUT_RATE;     
    localparam ST_IDLE      = 0;     
    localparam ST_SYNC      = 1;     
    localparam ST_START     = 2;     
    localparam ST_DATA      = 3;     
    localparam ST_STOP      = 4;     
    reg [7:0]       data_shift;      
    reg [3:0]       cnt;             
    reg [3:0]       state;           
    reg [3:0]       state_next;
    reg [7:0]       rx_data_r;      
    reg             valid_r;
    wire            baud_en;
    wire            sample_flag;
    baud_gen #(
        .BPS            (BPS)
        ) u_bdg_r (
        .clk            (clk),
        .rst_n          (rst_n),
        .baud_en        (baud_en),         
        .baud_pulse     (sample_flag)       
    );
    always @(posedge clk or negedge rst_n) begin
        if(!rst_n)
            state <= ST_IDLE;
        else
            state <= state_next;
    end
    always @(*) begin
        if(!rst_n)
            state_next = ST_IDLE;
        else begin
            case(state)
                ST_IDLE: begin
                    if(!rxd)
                        state_next = ST_SYNC;
                    else
                        state_next = state;
                end
                ST_SYNC: begin
                    if(sample_flag)
                        state_next = ST_START;
                    else
                        state_next = state;
                end
                ST_START: begin
                    if(sample_flag)
                        state_next = ST_DATA;
                    else
                        state_next = state;
                end
                ST_DATA: begin
                    if((cnt==7)&sample_flag)        
                        state_next = ST_STOP;
                    else
                        state_next = state; 
                end
                ST_STOP:    state_next <= ST_IDLE;
                default:    state_next <= ST_IDLE;
            endcase
        end
    end
    always @(posedge clk or negedge rst_n) begin
        if(!rst_n)
            cnt <= 0;
        else if(state!=ST_DATA)
            cnt <= 0;
        else if(sample_flag)
            cnt <= cnt + 1;
    end
    always @(posedge clk or negedge rst_n) begin
        if(!rst_n)
            data_shift <= 0;
        else if(state==ST_IDLE)
            data_shift <= 0;
        else if(sample_flag)
            data_shift <= {rxd, data_shift[7:1]};
    end
    always @(posedge clk or negedge rst_n) begin
        if(!rst_n)
            rx_data_r <= 0;
        else if((cnt==7)&sample_flag)
            rx_data_r <= data_shift;
    end
    always @(posedge clk or negedge rst_n) begin
        if(!rst_n)
            valid_r <= 0;
        else
            valid_r <= (cnt==7)&sample_flag;
    end
    assign baud_en = (state!=ST_IDLE);
    assign rx_data = rx_data_r;
    assign valid = valid_r;
endmodule
`timescale 1ns / 1ps
module transmit #(
    parameter CLK_FREQ = 65_000_000,
    parameter BAUT_RATE = 115200
    )(
    input           clk,
    input           rst_n,
    input   [7:0]   din,             
    input           tx_flag,         
    output          txd,             
    output          done             
);
    localparam BPS = CLK_FREQ/BAUT_RATE;     
    localparam ST_IDLE      = 0;     
    localparam ST_SYNC      = 1;     
    localparam ST_START     = 2;     
    localparam ST_DATA      = 3;     
    localparam ST_STOP      = 4;     
    reg [8:0]       data_shift;      
    reg [3:0]       cnt;             
    reg [3:0]       state;           
    reg [3:0]       state_next;
    wire            baud_en;         
    wire            sample_flag;     
    baud_gen #(
        .BPS            (BPS)
        ) u_bdg_t (
        .clk            (clk),
        .rst_n          (rst_n),
        .baud_en        (baud_en),         
        .baud_pulse     (sample_flag)       
    );
    always @(posedge clk, negedge rst_n) begin
        if(!rst_n)
            state <= ST_IDLE;
        else
            state <= state_next;
    end
    always @(*) begin
        if(!rst_n)
            state_next = ST_IDLE;
        else begin
            case(state)
                ST_IDLE: begin
                    if(tx_flag)
                        state_next = ST_SYNC;
                    else
                        state_next = state;
                end
                ST_SYNC: begin
                    if(sample_flag)
                        state_next = ST_START;
                    else
                        state_next = state;
                end
                ST_START: begin
                    if(sample_flag)
                        state_next = ST_DATA;
                    else
                        state_next = state;
                end
                ST_DATA: begin
                    if((cnt==7)&sample_flag)
                        state_next = ST_STOP;
                    else
                        state_next = state; 
                end
                ST_STOP: begin
                    if(sample_flag)
                        state_next = ST_IDLE;
                    else
                        state_next = state;
                end
                default:            state_next <= ST_IDLE;
            endcase
        end
    end
    always @(posedge clk, negedge rst_n) begin
        if(!rst_n)
            cnt <= 0;
        else if(state!=ST_DATA)
            cnt <= 0;
        else if(sample_flag)
            cnt <= cnt + 1;
    end
    always @(posedge clk, negedge rst_n) begin
        if(!rst_n)
            data_shift <= 9'b1_1111_1111;
        else if(state==ST_IDLE)     
            data_shift <= 9'b1_1111_1111;
        else if((state==ST_SYNC)&sample_flag)
            data_shift <= {din, 1'b0};
        else if(sample_flag)        
            data_shift <= {1'b1, data_shift[8:1]};
    end
    assign txd = data_shift[0];
    assign baud_en = (state!=ST_IDLE);   
    assign done = (state==ST_IDLE);      
endmodule
`timescale 1ns / 1ps
module uart#(
    parameter CLK_FREQ = 65_000_000,
    parameter BAUT_RATE = 115200
)(
    input               CLK,
    input               RSTn,
    input               tx_flag,
    input   [7:0]       tx_data,
    output              tx_done,
    output              rx_valid,
    output  [7:0]       rx_data,
    input               UART_RXD,
    output              UART_TXD
);
    wire                tx_baud_en;
    wire                tx_baud_pulse;
    wire                rx_baud_en;
    wire                rx_baud_pulse;
    transmit #(
        .CLK_FREQ           (CLK_FREQ),
        .BAUT_RATE          (BAUT_RATE)
        )u_tx(
        .clk                (CLK            ),
        .rst_n              (RSTn           ),
        .din                (tx_data        ),
        .txd                (UART_TXD       ),
        .tx_flag            (tx_flag        ),
        .done               (tx_done        )
    );
    receive #(
        .CLK_FREQ           (CLK_FREQ),
        .BAUT_RATE          (BAUT_RATE)
        )u_rx(
        .clk                (CLK            ),
        .rst_n              (RSTn           ),
        .rxd                (UART_RXD       ),
        .rx_data            (rx_data        ),
        .valid              (rx_valid       )
    );
endmodule
==> /design/flow/run.sh <==
#!/bin/bash
# OpenROAD 26Q1-2900-gdf79404cd8, Yosys 0.63+post, stock flow scripts
make -C /OpenROAD-flow-scripts/flow DESIGN_CONFIG=/design/flow/config.mk WORK_HOME=/design/flow/orfs finish
==> /design/flow/config.mk <==
export PLATFORM = sky130hd
export DESIGN_NAME = uart
export DESIGN_NICKNAME = uart
export VERILOG_FILES = /design/flow/design.v
export SDC_FILE = /design/flow/constraint.sdc
export NUM_CORES = 4
export LEC_CHECK = 1
export CORE_UTILIZATION = 50
==> /design/flow/constraint.sdc <==
current_design uart

set clk_period 3.5
set clk_io_pct 0.2

create_clock -name clk0 -period $clk_period [get_ports {CLK}]

set non_clock_inputs [all_inputs -no_clocks]
set_input_delay [expr $clk_period * $clk_io_pct] -clock clk0 $non_clock_inputs
set_output_delay [expr $clk_period * $clk_io_pct] -clock clk0 [all_outputs]
==> qor.yml <==
status:
  status: "completed"
critical_path:
  arrival_ns: 1.98
  path_buffers: 2
  worst_ep_required_time_ns: 2.80
  path_delay_family: "simple AND/OR/NAND/NOR gates"
  cp_cell_sequence: "or3_1, inv_1, clkdlybuf4s50_1"
  critPathMaxStageDelay_ns: 0.56
  crit_path_start: "u_tx.state[1]$_DFFE_PN0P_"
  endpoint_kind: "output pin"
  cp_slowest_cell: "or3_1"
  critical_path_class: "reg -> out"
  r2r_start: "u_rx.u_bdg_r.baud_pulse_r$_DFF_PN0_"
  start_kind: "register"
  crit_fanout: 16
global_routing:
  grt_pass1_vias: 2291
  grt_overflow: 0
  antenna_found_initial: 0
  grt_usage_pct: 18.9
  grt_pass1_wl_mm: 10.7
  grt_max_degree: 43
final_timing:
  max_freq_mhz: 373
  tightestPinTransition_ns: 0.785
  period_minus_slack_ns: 2.68
  rsz0062_at_grt: "false"
  hold_viol_final: 0
  tns_ns: 0
  setup_violations: 0
  fin_crit_sh_pct: 76.5
  slew_headroom_pct: 47.7
  slew_viol_final: 0
  skew_ns: 0.00660
routing:
  vias: 2441
  ant_nets: 0
  drcViolationCount: 0
  drt_wl_total_mm: 5.99
  avgViaCountPerCell: 5.03
  wl_per_cell_microns: 12.3
  antennaDiodeCount: 0
  firstDrtPassIters: 4
  drtIter0Drc: 146
yosys:
  synth-edff-count: 0
  synthCells: 365
  yosys-top-cells-count: "nor2_1 (68), dfrtp_1 (65), nand2_1 (46), xnor2_1 (23), o21ai_0 (17)"
  yosysTopAreaCell: "dfrtp_1"
  ys_top_cells_by_area: "dfrtp_1 (46%), nor2_1 (7.3%), dfstp_2 (6.7%), xnor2_1 (5.7%), nand2_1 (4.9%)"
  synth_area_per_cell_sq_um: 9.64
  ys_seq_share_pct: 53.0
  netlist.area_leader.share_pct: 46.2
  ys_ff: 74
  syn_area_sq_mm: 0.00352
  synthArstFlopShare_pct: 100
  yosysMostFrequentCell: "nor2_1"
  ys_chip_area_sq_mm: 0.00352
  ys_warn_count: 3
  ys_cells: 365
  synth_cell_types: 40
  ff_type: "dfrtp_1"
placement:
  hpwl_mm: 3.95
  portBuffers: 22
  gp_congestion: 0.871
clock_tree:
  clk_pin_slew_worst_paths_ns: 0.08
  htreeDepth: 3
  clock_path_buffers: 2
  clock_latency_ns: 0.34
  cts_setup_buffers: 0
  cts.sinks: 74
  ctsHoldBuffers: 0
  cts_tree: "built"
  numCtsBuffers: 9
  cts_resized: 0
  cts-root-buf: "clkbuf_8"
floorplan:
  initCoreUtil_pct: 51.8
  dieArea_sq_mm: 0.00737
  ios: 23
  die_h_microns: 85.9
  rows: 30
  die_w_microns: 85.9
  core_area_sq_mm: 0.00679
job:
  drv_cap: 0
  warnings: 27
power_and_ir_drop:
  power_density_mw_per_mm2: 412
  ir_drop_v: 0.000314
  p_leak_uw: 0.00168
layout:
  areaGrowthSynthToFinish_pct: 14.1
  drive_gt1_share_pct: 7.97
  utilization_pct: 59.0
hold_path:
  hp-class: "in -> async"
[worst register-to-register path, stage by stage, from the launching register on]
cell and delay (ns):
dfrtp_1 0.75, nand4b_1 0.49, inv_1 0.40, nand2_1 0.09, a22oi_1 0.19, nor2_1 0.06
[logic make-up after synthesis]
group                      synth area share [%]
adders and majority gates                  2.13
DFF                                        53.0
buffers and inverters                      3.02
muxes                                      3.13
and+or+nand+nor                            25.8
xor gates and xnor gates                   8.22
AOI/OAI and AO/OA                          4.73
[path summary, 6_finish.rpt]
kind | end | slack [ns] | cells after the start
worst max-delay path | tx_done | 0.82 | 3
worst min-delay path | u_rx.state[1]$_DFFE_PN0P_ | 0.29 | 1
worst max register to register | u_rx.state[1]$_DFFE_PN0P_ | 1.41 | 5
worst min register to register | u_rx.rx_data_r[3]$_DFFE_PN0P_ | 0.47 | 2
max in group asynchronous | u_tx.data_shift[7]$_DFFE_PN1P_ | 2.32 | 2
min in group clk0 | u_rx.rx_data_r[3]$_DFFE_PN0P_ | 0.47 | 2
[layer usage]
metal	part of all wire (%)	GRT usage, %
met1	53	33.3
met5	0	0
met2	42	26.3
met4	1.3	2.27
met3	3.4	4.20
[cell type report]
| class | count | area (sq um) |
|---|---|---|
| Fill cell | 599 | 2780 |
| Sequential cell | 74 | 1860 |
| Multi-Input combinational cell | 267 | 1550 |
| Timing Repair Buffer | 23 | 225 |
| Clock buffer | 11 | 141 |
| Tap cell | 96 | 120 |
| Clock inverter | 4 | 76.3 |
| Inverter | 10 | 37.5 |
[placed cells by master, fill, tap and decap left out, drive strengths merged, types with 2 or more instances in the layout]
cell and count:
nor2 68, dfrtp 65, nand2 46, xnor2 23, clkdlybuf4s50 21, o21ai 18
nand3 15, nor3 13, nand4 11, mux2i 11, clkbuf 11, xor2 10
inv 10, nor4 9, dfstp 9, and3 8, ha 6, and4 3
nor2b 3, a21oi 3, nand3b 3, nand4b 2, nand2b 2, a211oi 2
bufinv 2, buf 2
[stage by stage]
stage | hold WS (ns) | total power (uW) | cell area, sq um | cells | worst slack, ns
floorplan | 0.404 | 912 | 3520 | 365 | 1.81
global placement | 0.460 | 949 | 3790 | 470 | 1.19
detailed placement | 0.464 | 949 | 3790 | 470 | 1.18
CTS | 0.305 | 1680 | 4010 | 485 | 0.811
global route | 0.311 | 1720 | 4010 | 485 | 0.703
finish | 0.294 | 1650 | 4010 | 485 | 0.821
[registers in the layout (all words and copies together) (netlist names)]
| register | cells |
|---|---|
| u_rx.cnt | 4 |
| u_rx.data_shift | 8 |
| u_rx.rx_data_r | 8 |
| u_rx.state | 3 |
| u_rx.u_bdg_r.baud_pulse_r | 1 |
| u_rx.u_bdg_r.cnt | 16 |
| u_rx.valid_r | 1 |
| u_tx.cnt | 4 |
| u_tx.data_shift | 9 |
| u_tx.state | 3 |
| u_tx.u_bdg_t.baud_pulse_r | 1 |
| u_tx.u_bdg_t.cnt | 16 |
[where the power goes]
group	total (uW)	switching, uW	internal [uW]
clock network	720	302	418
registers	868	7.00	861
logic	62.7	39.6	23.1
Power is estimated from default activity; no workload was simulated.
