==> /design/flow/design.v <==
`timescale 1ns / 1ps
module debounce1 #(
    parameter  CLK_FREQ = 65_000_000,            
    parameter  DELAY_TIME = 20_000_000,          
    parameter  DEFAULT_VALUE = 0                 
)
(
    input       clk,
    input       rst_n,
    input       ikey,
    output      okey
    );
localparam CNT = CLK_FREQ/DELAY_TIME;
reg [$clog2(CNT)-1:0]           cnt;
reg                             ovalid;
reg                             r_key0;
reg                             r_key1;
wire                            fcnt;
reg                             dkey;
reg                             r_dkey;
always @(posedge clk or negedge rst_n) begin
    if (~rst_n) begin
        r_key0 <= DEFAULT_VALUE;
        r_key1 <= DEFAULT_VALUE;
    end else begin
        r_key0 <= ikey;
        r_key1 <= r_key0;
    end
end
generate
    if (DEFAULT_VALUE==0) begin
        assign fcnt = (~r_key1)&r_key0;
        assign okey = (~r_dkey) & dkey;
    end else begin
        assign fcnt = r_key1 & (~r_key0);
        assign okey = r_dkey & (~dkey);
    end
endgenerate
always @(posedge clk or negedge rst_n) begin
    if (~rst_n)
        cnt<=20'd0;
    else if (fcnt) 
        cnt<=20'd0;
    else
        cnt <= cnt+1'b1;
end
always @(posedge clk or negedge rst_n) begin
    if (~rst_n) 
        dkey <= 1'b0;
    else if (cnt==CNT) 
        dkey<= ikey;
end 
always @(posedge clk or negedge rst_n) begin
    if (~rst_n) 
        r_dkey<=1'b0;
    else 
        r_dkey <= dkey;
end
endmodule
==> /design/flow/run.sh <==
#!/bin/bash
# OpenROAD 26Q1-2900-gdf79404cd8, Yosys 0.63+post, stock flow scripts
make -C /OpenROAD-flow-scripts/flow DESIGN_CONFIG=/design/flow/config.mk WORK_HOME=/design/flow/orfs finish
==> /design/flow/config.mk <==
export PLATFORM = sky130hd
export DESIGN_NAME = debounce1
export DESIGN_NICKNAME = debounce1
export VERILOG_FILES = /design/flow/design.v
export SDC_FILE = /design/flow/constraint.sdc
export NUM_CORES = 4
export LEC_CHECK = 1
export CORE_AREA = 10 10 70 70
export DIE_AREA = 0 0 80 80
==> /design/flow/constraint.sdc <==
current_design debounce1

set clk_period 1.1
set clk_io_pct 0.2

create_clock -name clk0 -period $clk_period [get_ports {clk}]

set non_clock_inputs [all_inputs -no_clocks]
set_input_delay [expr $clk_period * $clk_io_pct] -clock clk0 $non_clock_inputs
set_output_delay [expr $clk_period * $clk_io_pct] -clock clk0 [all_outputs]
==> run summary <==
Synthesis and place-and-route results.

- The number of cells produced by synthesis is 12.
- According to the floorplan report, the total die area is 0.00640 sq mm.
- The number of warning messages in the logs is 25.
- The final timing report lists clock skew as 0.00350 ns.
- Across all checked pins, the minimum headroom to the slew limit is 83.2%.
- The count of buffers inserted at the top-level ports is 3.
- The capture point of the worst reg-to-reg path is dkey.
- The count of distinct cell types in the synthesized netlist is 7.
- Yosys reports that the leading cell type by area covers 75.0% of the netlist area.
- The report lists the number of cells resized after CTS as 3.
- The synthesized netlist occupies a cell area of 200 sq um.
- The total global-route track usage is 0.953%.
- Setup repair after global routing left no endpoint under its margin.
- The per-cell routed wire length is 4.55 um.
- The number of cells reported by Yosys stat comes to 12.
- According to the timing report, the data required time at the worst endpoint equals 0.88 ns.
- The initial antenna violation count is 0.
- The top cell types in the final layout, fill and taps aside, are 6 x dfrtp_1, 3 x clkbuf_4, 2 x clkdlybuf4s50_1.
- Listed in order, past its start point the critical path passes nor2b_1 -> buf_2.
- The die outline width is 80 um.
- The final setup slack of the worst path is 0.0481 ns.
- Per the layout report, the design carries 402 filler cells.
- The cell total after placement is 62.
- The power density over the cells is 2040 mW/mm^2.
- The flow ran to the end, and the final reports show no timing, DRC or antenna violations.
- Once detail routing completed, the nets flagged for antenna violations numbered 0.
- For the pin with the worst max-slew slack, the measured transition is 0.251 ns.
- The worst reg-to-reg setup slack is 0.09 ns.
- The delay of the slowest cell on the worst path is 0.36 ns.
- The number of buffers and inverters on the critical path is 1.
- STA shows the worst reg2reg path with a cell count of 2.
- The most common logic cell in the final layout is dfrtp_1.
- The post-layout instance count excluding filler cells is 65.
- The clock root buffer is clkbuf_4.
- The floorplan core density is 5.86%.
- The post-synthesis chip area from yosys is 200 sq um.
- For this run, the number of Yosys warnings is 1.
- The floorplan step set the die height to 80 um.
- For the completed layout, the total cell area is recorded as 313 sq um.
- Yosys attributes the largest share of cell area to dfrtp_1 75%, mux2_4 7.5%, ha_1 6.3%.
- Hold is met by 0.204 ns.
- The leakage power is 0.130 nW.
- The setup total negative slack is 0 ns.
- The share of final-layout standard cells stronger than drive strength 1 is 31.6%.
- After the first detailed-routing iteration, the DRC count stood at 1.
- The number of hold buffers added after cts is 0.
- Sequential cells burn 47.6% of the power.
- The total count of hold-check failures in the final report is 0.
- The register area share after synthesis is 75.0%.
- Looking at the worst setup and hold paths, the clock pins of their registers show a slew of 0.04 ns.
- Detailed routing inserted a total of 122 vias.
- Looking at the critical path, the highest net fanout was 2.
- The total detailed-routing wirelength is 296 um.
- In this run the VDD rail shows a maximum IR drop of 0.162 mV.
- The largest delay contributor family on the critical path is flip-flops.
- The worst min-delay path category is in -> async.
- The region available for standard cell placement spans 0.00342 sq mm.
- The via count of the first global-routing pass is 143.
- Yosys reported a register bit count of 6.
- The clock network latency to the later pin of the worst-skew pair is 0.25 ns.
- The relative area change from synthesis to final layout is 56.3%.
- The share of power burned in combinational logic is 20.6%.
- The final max-slew violation count recorded for this run is 0.
- After layout, the worst path uses 95.6% of the clock period.
- The number of placed I/O pins is 4.
- 0 antenna diodes ended up in the layout.
- The switching share of power is 21.7%.
- The timing-limited maximum frequency is 951 MHz.
- Looking at the post-CTS report, the setup buffer insertion count equals 0.
- The data arrival at the endpoint of the critical path is 0.83 ns.
- The area of placed instances is 295 sq um.
- The clock period could shrink to 1.05 ns.
- The capturing element type of the critical path is a primary output.
- The iteration count recorded for the first detailed-route pass is 2.
- The detail-routed via count per cell is 1.88.
- The remaining global-route overflow is 0.
- The initialized floorplan defines 21 standard-cell rows.
- The cell with the biggest individual delay on the critical path is dfrtp_1.
- Per the detail_route report, DRC violations left total 0.
- The total design power is 637 uW.
- The global-route wire length before repair is 510 um.
- Looking at the clock tree report, the H-tree level count equals 1.
- In the final report, the number of endpoints failing setup comes to 0.
- The internal portion of total power is 499 uW.
- Per report_power, the clock group accounts for 31.8% of the total.
- Cells fill 9.16% of the core in the end.
- STA lists the startpoint of the worst register-to-register path as cnt[0].
- Counting every sink on the clock net gives 6.
- The maximum number of pins on one net before global-route repair is 7.
- The placement summary gives the final routability congestion estimate as 0.733.
- Prior to clock tree synthesis, the placed netlist has a worst setup slack of -0.0410 ns.
- Each instance of the synthesized netlist takes up on average 16.7 sq um.
- The clock tree buffer depth is 2.
- By startpoint and endpoint, the worst setup path is classified as reg -> out.
- The switching power of the nets is 138 uW.
- The total clock buffers created by CTS is 3.
- The critical path startpoint category is a flop.
- The TritonCTS clock tree is built.
- The max-cap check violation count is 0.
- Summed over all instances, the cell type with the most area after synthesis is dfrtp_1.
==> cells in the mapped netlist <==
| cell type | number |
|---|---|
| dfrtp_1 | 6 |
| a21boi_0 | 1 |
| a21oi_1 | 1 |
| ha_1 | 1 |
| inv_1 | 1 |
| mux2_4 | 1 |
| nor2b_1 | 1 |
==> power groups by stage <==
stage	Sequential (mW)	Clock, mW	Combinational [mW]
finish	0.303	0.203	0.131
global route	0.310	0.222	0.146
CTS	0.305	0.209	0.137
==> layout make-up <==
type                    count  area [sq um]  area share [%]
repair buffers              4          32.5            10.4
clock buffers               3          22.5            7.20
multi-input cells           5          46.3            14.8
inverters                   1          3.75            1.20
flip-flops and latches      6           150            48.0
well taps                  46          57.6            18.4
==> layer usage <==
layer / GRT usage (%) / vias to the layer above / routed length [um]
met2: 1.44 / 7 / 116
met3: 0.682 / 2 / 50
met5: 0 / - / 0
met1: 0.808 / 60 / 111
li1: - / 53 / -
met4: 0.880 / 0 / 19
==> sequential cells by signal, summed over array words and instances, names as in the netlist <==
register  flops
cnt           2
dkey          1
r_dkey        1
r_key0        1
r_key1        1
==> worst max-delay path by stage <==
| stage | from | to | slack, ns | cells past startpoint |
|---|---|---|---|---|
| 5_1_grt | dkey | okey | 0.004 | 2 |
| 4_1_cts | dkey | okey | 0.03 | 2 |
| 6_report | dkey | okey | 0.05 | 2 |
==> cell families after synthesis <==
kind of cell | share of synthesized area, %
AOI/OAI and AO/OA | 6.25
DFF | 75.0
buffers and inverters | 1.87
and+or+nand+nor | 3.13
muxes | 7.50
adders and majority gates | 6.25
==> worst reg2reg max path, cell delays in order (launching register included) <==
cell     delay (ns)
dfrtp_1        0.38
ha_1           0.22
mux2_4         0.29
No activity file was given, so power comes from the tool's default toggle rates.
