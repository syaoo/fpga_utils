[run.sh]
#!/bin/bash
# OpenROAD 26Q1-2900-gdf79404cd8, Yosys 0.63+post, stock flow scripts
make -C /OpenROAD-flow-scripts/flow DESIGN_CONFIG=/design/flow/config.mk WORK_HOME=/design/flow/orfs finish
[design.v]
`timescale 1ns / 1ps
module fifo #(
    parameter       DEPTH = 10,
    parameter       WIDTH = 16
)(   
input               rst_n,
input               clk,
input [WIDTH-1:0]   DI, 
input               RD, 
input               WR, 
output  [WIDTH-1:0] DO,
output              EMPTY,           
output              FULL,            
output              aEMPTY,          
output              aFULL            
); 
localparam                  ADD_WIDTH = $clog2(DEPTH);
reg  [ADD_WIDTH:0]          Count; 
reg  [WIDTH-1:0]            FIFO [0:DEPTH-1]; 
reg  [ADD_WIDTH:0]          readCounter;
reg  [ADD_WIDTH:0]          writeCounter; 
assign aEMPTY = (Count<=1'b1)? 1'b1:1'b0; 
assign aFULL = (Count<DEPTH-1)? 1'b0:1'b1; 
assign EMPTY = (Count==1'b0)? 1'b1:1'b0;
assign FULL = (Count<DEPTH)? 1'b0:1'b1;
always @ (posedge clk or negedge rst_n) begin
    if (~rst_n) begin
        writeCounter <= 0; 
    end else begin 
        if (WR==1'b1 && Count<DEPTH-1) begin
            if (writeCounter==DEPTH-1) begin
                writeCounter <= 0;
            end else begin
                writeCounter <= writeCounter+1;
            end
        end else begin
            if (writeCounter==DEPTH-1) writeCounter <= 0;
        end
    end 
end 
always @ (posedge clk) begin
   if (WR && Count<DEPTH && rst_n)FIFO[writeCounter] <= DI;
end
assign DO = (RD&&Count>0)?FIFO[readCounter]:'hz;
always @ (posedge clk or negedge rst_n) begin
    if (~rst_n) begin
        readCounter <= 0;
    end else begin
        if (RD && Count>0) begin
            if (readCounter==DEPTH-1) begin 
                readCounter <= 0;
            end else begin
                readCounter <= readCounter+1;
            end
        end else begin
            if (readCounter==DEPTH-1) readCounter <= 0;
        end
    end
end
always @(posedge clk or negedge rst_n) begin
    if (~rst_n) begin
        Count <= 0;
    end else begin
        if (WR&&~RD) begin
            if (Count<DEPTH)Count <= Count+1'b1;
        end else if (~WR&&RD) begin
            if(Count>0)Count <= Count-1'b1;
        end else if(WR&&RD)begin
            if (Count==0) Count<=Count+1'b1;
            else Count<=Count;
        end else begin
            Count <= Count;
        end
    end
end
endmodule
`timescale 1ns / 1ps
module uart_loop(
    input           sys_clk,
    input           sys_rst_n,
    input           recv_done,
    input [7:0]     recv_data,
    input           tx_busy,
    output reg      send_en,
    output   [7:0]send_data
    );
reg        recv_done_d0;
reg        recv_done_d1;
wire        recv_done_flag;
reg         tx_ready;
wire        empty;
reg         frd;
wire [7:0]   fdo;
fifo #(
    .DEPTH (10),
    .WIDTH (8)
    )u_fifo (
    .rst_n       (sys_rst_n),
    .clk         (sys_clk),
    .DI          (recv_data), 
    .RD          (frd), 
    .WR          (recv_done_flag), 
    .DO          (fdo),
    .EMPTY       (empty),   
    .FULL            (),    
    .aEMPTY      (),  
    .aFULL    ()
    );
assign recv_done_flag = recv_done_d0&(~recv_done_d1);
always @(posedge sys_clk or negedge sys_rst_n) begin
    if (~sys_rst_n) begin
        recv_done_d0 <= 1'b0;
        recv_done_d1 <= 1'b0;
    end
    else begin
        recv_done_d0 <= recv_done;
        recv_done_d1 <= recv_done_d0;
    end
end
assign send_data = fdo;
always @(posedge sys_clk or negedge sys_rst_n) begin
    if (~sys_rst_n) begin
        send_en <= 1'b0;
        frd <= 0;
    end else begin
        if (~empty && ~tx_busy) begin
            frd <= 1'b1;
            send_en <= 1'b1;
        end else begin
            send_en <= 1'b0;
            frd <= 1'b0;
        end
    end
end
endmodule
`timescale 1ns / 1ps
module uart_loopback_top(
    input   sys_clk,
    input   sys_rst_n,
    input   UART_RXD,
    output  UART_TXD
    );
parameter CLK_FREQ = 65_000_000;
parameter UART_BPS = 115200;
parameter BPS_CNT = CLK_FREQ/UART_BPS;
(* mark_debug = "true"*)wire        uart_en;
(* mark_debug = "true"*)wire [7:0]  uart_din;
(* mark_debug = "true"*)wire [7:0]  uart_data;
(* mark_debug = "true"*)wire        uart_done;
(* mark_debug = "true"*)wire        uart_tx_busy;
uart_send #(
    .CLK_FREQ   (CLK_FREQ),
    .UART_BPS   (UART_BPS)
    ) u_send (
    .sys_clk        (sys_clk),
    .sys_rst_n      (sys_rst_n),
    .uart_en        (uart_en),
    .uart_din       (uart_din),
    .uart_txd       (UART_TXD),
    .uart_tx_busy   (uart_tx_busy)
    );
uart_recv #(
    .CLK_FREQ   (CLK_FREQ),
    .UART_BPS   (UART_BPS)
    ) u_recv (
    .sys_clk        (sys_clk),
    .sys_rst_n      (sys_rst_n),
    .uart_rxd       (UART_RXD),
    .uart_data      (uart_data),
    .uart_done      (uart_done)
    ); 
uart_loop u_loop (
    .sys_clk        (sys_clk),
    .sys_rst_n      (sys_rst_n),
    .recv_done      (uart_done),
    .recv_data      (uart_data),
    .tx_busy        (uart_tx_busy),
    .send_en        (uart_en),
    .send_data      (uart_din)
    );
endmodule
`timescale 1ns / 1ps
module uart_recv(
    input               sys_clk,
    input               sys_rst_n,
    input               uart_rxd,
    output reg [7:0]    uart_data,
    output reg          uart_done
    );
parameter CLK_FREQ = 65000000;
parameter UART_BPS = 115200;
localparam BPS_CNT = CLK_FREQ/UART_BPS;
reg [7:0]   rx_data;
reg [7:0]   rx_cnt;
reg [15:0]  clk_cnt;
reg         rx_flag;
reg         uart_rxd_d0;
reg         uart_rxd_d1;
wire        start_flag;
assign start_flag = (~uart_rxd_d0)&uart_rxd_d1;
always @(posedge sys_clk or negedge sys_rst_n) begin
    if (~sys_rst_n) begin
        uart_rxd_d0<=1'b0;
        uart_rxd_d1<=1'b0;
    end else begin
        uart_rxd_d0 <= uart_rxd;
        uart_rxd_d1 <= uart_rxd_d0;
    end
end
always @(posedge sys_clk or negedge sys_rst_n) begin
    if (~sys_rst_n) begin
        rx_flag<=1'b0;
    end else begin
        if(start_flag)
            rx_flag <= 1'b1;
        else if ((rx_cnt==9) && (clk_cnt==BPS_CNT/2))
            rx_flag <= 1'b0;
        else
            rx_flag <= rx_flag;
     end
end
always @(posedge sys_clk or negedge sys_rst_n) begin
    if (~sys_rst_n) begin
        clk_cnt <= 16'd0;
    end else if (rx_flag) begin
        if (clk_cnt<BPS_CNT-1)
            clk_cnt <= clk_cnt+1'b1;
        else
            clk_cnt<=16'd0;
    end
    else 
        clk_cnt <= 16'd0;
end
always @(posedge sys_clk or negedge sys_rst_n) begin
    if (~sys_rst_n) begin
        rx_cnt <= 4'd0;
    end else begin
        if (rx_flag) begin
            if (clk_cnt==BPS_CNT-1)
                rx_cnt <= rx_cnt + 1'b1;
            else 
                rx_cnt <= rx_cnt;
        end else
            rx_cnt <= 4'd0;
    end
end
always @(posedge sys_clk or negedge sys_rst_n) begin
    if (~sys_rst_n) begin
        rx_data <= 8'd0;
    end else if (rx_flag)
        if (clk_cnt==BPS_CNT/2) begin
            case(rx_cnt)
                4'd1:   rx_data[0] <= uart_rxd_d1; 
                4'd2:   rx_data[1] <= uart_rxd_d1; 
                4'd3:   rx_data[2] <= uart_rxd_d1; 
                4'd4:   rx_data[3] <= uart_rxd_d1; 
                4'd5:   rx_data[4] <= uart_rxd_d1; 
                4'd6:   rx_data[5] <= uart_rxd_d1; 
                4'd7:   rx_data[6] <= uart_rxd_d1; 
                4'd8:   rx_data[7] <= uart_rxd_d1; 
                default: ;
            endcase
        end else
            rx_data <= rx_data;
    else
        rx_data <= 8'd0;
end
always @(posedge sys_clk or negedge sys_rst_n) begin
    if (~sys_rst_n) begin
        uart_data <= 8'd0;
        uart_done <= 1'b0;
    end else if (rx_cnt==9) begin
        uart_data <= rx_data;
        uart_done <= 1'b1;
    end else begin
        uart_data <= 8'd0;
        uart_done <= 1'b0;
    end
end
endmodule
`timescale 1ns / 1ps
module uart_send #(
    parameter CLK_FREQ = 65_000_000,
    parameter UART_BPS = 115200
)
(
    input           sys_clk,
    input           sys_rst_n,
    input           uart_en,
    input  [7:0]    uart_din,
    output reg      uart_txd,
    output          uart_tx_busy
    );
localparam BPS_CNT = CLK_FREQ/UART_BPS;
reg tx_flag;
reg uart_en_d0;
reg uart_en_d1;
reg [7:0] tx_data;
reg [7:0]  r0_uart_din;
reg [7:0]  r1_uart_din;
wire en_flag;
reg [8:0] clk_cnt;
reg [3:0] tx_cnt;
assign uart_tx_busy = uart_en ||uart_en_d0||tx_flag;
assign en_flag = uart_en_d0&(~uart_en_d1);
always @(posedge sys_clk or negedge sys_rst_n) begin
    if (~sys_rst_n) begin
        uart_en_d0 <= 1'b0;
        uart_en_d1 <= 1'b0;
    end
    else begin
        uart_en_d0 <= uart_en;
        uart_en_d1 <= uart_en_d0;
    end
end
always @(posedge sys_clk or negedge sys_rst_n) begin
    if (~sys_rst_n) begin
        r0_uart_din <= 8'b0;
        r1_uart_din <= 8'b0;
    end
    else begin
        r0_uart_din <= uart_din;
        r1_uart_din <= r0_uart_din;
    end
end
always @(posedge sys_clk or negedge sys_rst_n) begin
    if (~sys_rst_n) begin
        tx_flag <= 1'b0;
        tx_data <= 8'b0;
    end
    else if (en_flag) begin
        tx_flag <= 1'b1;
        tx_data <= r0_uart_din;
    end
    else if ((tx_cnt==4'd9) && (clk_cnt==BPS_CNT -1))begin
        tx_data <= 0;
        tx_flag <= 0;
    end
    else begin
        tx_data <= tx_data;
        tx_flag <= tx_flag;
    end
end
always @(posedge sys_clk or negedge sys_rst_n) begin
    if (~sys_rst_n) begin
        tx_cnt <= 0;
    end else if (tx_flag) begin
        if (clk_cnt==BPS_CNT-1) begin
            tx_cnt <= tx_cnt + 1'b1;
        end else begin
            tx_cnt <= tx_cnt;
        end 
    end else begin 
            tx_cnt <= 4'd0;
    end
end
always @(posedge sys_clk or negedge sys_rst_n) begin
    if (~sys_rst_n) begin
        clk_cnt <= 9'd0;
    end
    else if (tx_flag) begin
        if (clk_cnt<BPS_CNT-1) begin
            clk_cnt <= clk_cnt+1'b1;
        end else begin
            clk_cnt <= 9'd0;
        end
    end
    else
        clk_cnt <= 9'd0;
end
always @(posedge sys_clk or negedge sys_rst_n) begin
    if (!sys_rst_n) begin
        uart_txd <= 1'b1;
    end else if (tx_flag) begin
        case (tx_cnt)
            4'd0:   uart_txd <= 1'b0; 
            4'd1:   uart_txd <= tx_data[0]; 
            4'd2:   uart_txd <= tx_data[1]; 
            4'd3:   uart_txd <= tx_data[2]; 
            4'd4:   uart_txd <= tx_data[3]; 
            4'd5:   uart_txd <= tx_data[4]; 
            4'd6:   uart_txd <= tx_data[5]; 
            4'd7:   uart_txd <= tx_data[6]; 
            4'd8:   uart_txd <= tx_data[7]; 
            4'd9:   uart_txd <= 1'b1;
            default:;
        endcase
    end
    else
        uart_txd <= 1'b1;
end
endmodule
[constraint.sdc]
current_design uart_loopback_top

set clk_period 3.5
set clk_io_pct 0.2

create_clock -name clk0 -period $clk_period [get_ports {sys_clk}]

set non_clock_inputs [all_inputs -no_clocks]
set_input_delay [expr $clk_period * $clk_io_pct] -clock clk0 $non_clock_inputs
set_output_delay [expr $clk_period * $clk_io_pct] -clock clk0 [all_outputs]
[config.mk]
export PLATFORM = sky130hd
export DESIGN_NAME = uart_loopback_top
export DESIGN_NICKNAME = uart_loopback_top
export VERILOG_FILES = /design/flow/design.v
export SDC_FILE = /design/flow/constraint.sdc
export NUM_CORES = 4
export LEC_CHECK = 1
export CORE_UTILIZATION = 30
==> flow_summary.toml <==
# physical design summary
[status]
status = "finished, final reports clean"

[timing]
fmax_ghz = 0.469
drv_slew = 0
hold_viol = 0
finalClockSkew_ps = 6.05
fin_setup_tns_ps = 0
worst_pin_slew_ps = 515
max-slew-margin-rel = 0.655
hold_ws_ps = 353
fin_crit_sh = 0.609
rsz0062_at_grt = "false"
fin_crit_ps = 2130
finalSetupViolations = 0

[route]
wirelength_um = 2860
first_pass_iters = 4
via_per_inst = 4.71
drtIter0Drc = 80
diodes = 0
drc = 0
num_vias = 1211
antenna_left = 0
wl_per_cell_um = 11.1

[logic_synthesis]
synth_cells = 169
avgSynthCellArea_um2 = 11.2
synth_cell_types = 40
yosysMostFrequentCell = "dfrtp_1"
ff_type = "dfrtp_1"
netlist_area_mm2 = 0.00189
edf_count = 0
ys_seq_frac = 0.532
top_cells_by_count = "dfrtp_1 (39), nor2_1 (15), inv_1 (11), ha_1 (10)"
yosys_area_mm2 = 0.00189
top_cells_by_area = "dfrtp_1 (52%), ha_1 (6.6%), nor2_1 (3.0%), xnor2_1 (2.8%), xor2_1 (2.8%)"
ys_cells = 169
synth_warnings = 5
ys_async_sr_fraction = 1.00
netlist.area_leader.share = 0.518
top_area_cell = "dfrtp_1"
ys_seq_elements = 40

[clock_tree]
cts_made_buffers = 5
clkSinkCount = 40
cts_setup_buffers = 0
clock_latency_ps = 280
path_clk_slew_ps = 80
cts_tree = "done"
ctsResizeCount = 0
cts.path.max_buffers = 2
cts_root_buffer = "clkbuf_8"
htreeDepth = 2
hold_buffers = 0

[layout]
synthToLayoutAreaGrowth_pct = 13.2
flop_area_mm2 = 0.00100
num-fill-cells = 587
reg_top3 = "u_recv.clk_cnt: 16 flops, u_recv.rx_cnt: 8 flops, u_loop.u_fifo.Count: 5 flops"
largest_reg_flops = 16
top_register = "u_recv.clk_cnt"
fin_cells = 257
post-route-util = 0.356
drive_gt1_frac = 0.0934
logic_area_um2 = 835

[critical_path]
worst_ep_required_time_ps = 3710
start_kind = "flip-flop"
reg2reg_depth = 7
worstSetupPathType = "reg -> reg"
regToRegEndpoint = "u_loop.u_fifo.Count[4]$_DFFE_PN0P_"
arrival_ps = 2340
cp-startpoint = "u_loop.recv_done_d0$_DFF_PN0_"
path_max_fanout = 6
r2r_setup_slack_ps = 1370
worstSetupEndpointType = "flip-flop"
worstReg2RegStart = "u_loop.recv_done_d0$_DFF_PN0_"
cp-endpoint = "u_loop.u_fifo.Count[4]$_DFFE_PN0P_"

[die]
fp.dieW_um = 81.3
rows = 28
fp.dieH_um = 81.3
pin_count = 4
fp_util = 0.315
die_area_mm2 = 0.00661
core_area_mm2 = 0.00599

[min_path]
hold_class = "reg -> reg"

[global_routing]
overflow = 0
grt_max_degree = 41
grt_pass1_wl_um = 5210
grt_pass1_vias = 1165
track_usage = 0.102
antenna_found_initial = 0

[job]
warnings = 31
drv_cap = 0

[place]
portBuffers = 3
post-place-cells = 249
routabilityCongestion = 0.831
dp_hpwl_um = 1920

[power]
peakVddDrop_mv = 0.245
power_leakage_nw = 0.942
power_density_mw_per_mm2 = 416
report_power, final:
| group | switching (W) | total (W) | internal (W) |
|---|---|---|---|
| Clock | 0.000152 | 0.000404 | 0.000252 |
| Sequential | 0.00000266 | 0.000469 | 0.000467 |
| Combinational | 0.0000115 | 0.0000147 | 0.00000319 |
| Total | 0.000166 | 0.000888 | 0.000721 |
critical path, stage by stage, from the launching register on:
cell and delay, ps:
dfrtp_1 380, nand2b_1 130, inv_1 60, ha_1 180
nand2b_1 230, or4b_2 660, a211oi_1 260, xor2_1 160
cell usage in the layout, fill, tap and decap left out, types with 2 or more instances in the layout:
master,synthesis,final
nand2_1,6,6
xor2_1,6,6
conb_1,1,6
nor3_1,2,2
o31ai_1,5,5
dfrtp_1,39,39
nand3_1,5,5
o21ai_0,4,4
mux2i_1,4,4
a21oi_1,8,8
ha_1,10,10
or3_1,3,3
xnor2_1,6,6
or4_1,6,6
nand4_1,8,8
a211oi_1,2,2
clkbuf_8,0,7
inv_1,11,11
nor2_1,15,15
clkdlybuf4s50_1,0,2
nor4_1,3,3
nand2b_1,3,3
layout make-up:
| cell class | count | area share |
|---|---|---|
| multi-input cells | 118 | 0.391 |
| well taps | 75 | 0.0440 |
| clock buffers | 7 | 0.0451 |
| repair buffers | 4 | 0.0152 |
| inverters | 12 | 0.0211 |
| flip-flops and latches | 40 | 0.470 |
| clock inverters | 1 | 0.0141 |
metrics by stage:
stage	setup slack, ps	area, um2	power (W)
finish	1370	2130	0.000888
detailed placement	1370	2010	0.000495
floorplan	1480	1900	0.000482
global placement	1410	2010	0.000494
CTS	1350	2130	0.000904
global route	1240	2130	0.000927
per-layer routing:
metal  up-vias  wire [um]  track usage
met5         -          0            0
met2         7       1300        0.158
li1        618          -            -
met4         0         22       0.0143
met3         2         60       0.0205
met1       584       1470        0.153
logic make-up after synthesis:
family          after synthesis  share of synthesized area
buf+inv                      16                     0.0358
xor+xnor                     12                     0.0557
flops                        40                      0.532
mux                           4                     0.0212
fa+ha+maj                    10                     0.0664
compound gates               24                     0.0810
other cells                   1                    0.00199
simple gates                 62                      0.206
how the worst min path moves through the flow:
stage,slack (ps),depth (start not counted),start,end
final,350,0,u_recv.uart_done$_DFF_PN0_,u_loop.recv_done_d0$_DFF_PN0_
after global routing,360,0,u_recv.uart_done$_DFF_PN0_,u_loop.recv_done_d0$_DFF_PN0_
after CTS,350,0,u_recv.uart_done$_DFF_PN0_,u_loop.recv_done_d0$_DFF_PN0_
Power is estimated from default activity; no workload was simulated.
